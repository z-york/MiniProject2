--- run.sh ---
#!/bin/bash
# OpenROAD 26Q1-2900-gdf79404cd8, Yosys 0.63+post, stock flow scripts
make -C /OpenROAD-flow-scripts/flow DESIGN_CONFIG=/design/flow/config.mk WORK_HOME=/design/flow/orfs finish
--- config.mk ---
export PLATFORM = sky130hd
export DESIGN_NAME = dvi_ifc
export DESIGN_NICKNAME = dvi_ifc
export VERILOG_FILES = /design/flow/design.v
export SDC_FILE = /design/flow/constraint.sdc
export NUM_CORES = 4
export LEC_CHECK = 1
export CORE_UTILIZATION = 50
--- constraint.sdc ---
current_design dvi_ifc

set clk_period 5.3
set clk_io_pct 0.2

create_clock -name clk0 -period $clk_period [get_ports {Clk}]

set non_clock_inputs [all_inputs -no_clocks]
set_input_delay [expr $clk_period * $clk_io_pct] -clock clk0 $non_clock_inputs
set_output_delay [expr $clk_period * $clk_io_pct] -clock clk0 [all_outputs]
--- design.v ---
`timescale 1ns / 1ps
module dvi_ifc(
  Clk,                           
  Reset_n,                       
  SDA,                           
  SCL,                           
  Done,                          
  IIC_xfer_done,                 
  init_IIC_xfer                  
  );
parameter C_I2C_SLAVE_ADDR = 7'b1110110;
parameter CLK_RATE_MHZ = 25,  
          SCK_PERIOD_US = 30, 
          TRANSITION_CYCLE = (CLK_RATE_MHZ * SCK_PERIOD_US) / 2,
          TRANSITION_CYCLE_MSB = 11;  
input          Clk;
input          Reset_n;
inout          SDA;
inout          SCL;
output         Done;
output         IIC_xfer_done;
input          init_IIC_xfer;
localparam    IDLE           = 3'd0,
              INIT           = 3'd1,
              START          = 3'd2,
              CLK_FALL       = 3'd3,
              SETUP          = 3'd4,
              CLK_RISE       = 3'd5,
              WAIT_IIC       = 3'd6,
              XFER_DONE      = 3'd7,
              START_BIT      = 1'b1,
              ACK            = 1'b1,
              WRITE          = 1'b0,
              REG_ADDR0      = 8'h49,
              REG_ADDR1      = 8'h21,
              REG_ADDR2      = 8'h33,
              REG_ADDR3      = 8'h34,
              REG_ADDR4      = 8'h36,
              DATA0          = 8'hC0,
              DATA1          = 8'h09,
              DATA2a         = 8'h06,
              DATA3a         = 8'h26,
              DATA4a         = 8'hA0,
              DATA2b         = 8'h08,
              DATA3b         = 8'h16,
              DATA4b         = 8'h60,
              STOP_BIT       = 1'b0,            
              SDA_BUFFER_MSB = 27; 
wire [6:0]    SLAVE_ADDR = C_I2C_SLAVE_ADDR ;
reg                          SDA_out; 
reg                          SCL_out;  
reg [TRANSITION_CYCLE_MSB:0] cycle_count;
reg [2:0]                    c_state;
reg [2:0]                    n_state;
reg                          Done;   
reg [2:0]                    write_count;
reg [31:0]                   bit_count;
reg [SDA_BUFFER_MSB:0]       SDA_BUFFER;
wire                         transition; 
reg                          IIC_xfer_done;
always @ (posedge Clk, negedge Reset_n) 
begin : I2C_CLK_DATA
     if (~Reset_n)
      begin
        SDA_out <= 1'b1;
        SCL_out <= 1'b1;
      end
    else if(c_state == IDLE )
      begin
        SDA_out <= 1'b1;
        SCL_out <= 1'b1;
      end
    else if (c_state == INIT && transition) 
      begin 
        SDA_out <= 1'b0;
      end
    else if (c_state == SETUP) 
      begin
        SDA_out <= SDA_BUFFER[SDA_BUFFER_MSB];
      end
    else if (c_state == CLK_RISE && cycle_count == TRANSITION_CYCLE/2 
                                 && bit_count == SDA_BUFFER_MSB) 
      begin
        SDA_out <= 1'b1;
      end
    else if (c_state == CLK_FALL) 
      begin
        SCL_out <= 1'b0;
      end
    else if (c_state == CLK_RISE) 
      begin
        SCL_out <= 1'b1;
      end
end
assign SDA = SDA_out;
assign SCL = SCL_out;
always @ (posedge Clk, negedge Reset_n) 
begin : SDA_BUF
    if(~Reset_n) 
      begin
        SDA_BUFFER  <= {SLAVE_ADDR,WRITE,ACK,REG_ADDR0,ACK,DATA0,ACK,STOP_BIT};
        cycle_count <= 0;
      end
    else if ( c_state==SETUP && cycle_count==TRANSITION_CYCLE)
      begin
        SDA_BUFFER <= {SDA_BUFFER[SDA_BUFFER_MSB-1:0],1'b0};
        cycle_count <= 0; 
      end
    else if ( cycle_count==TRANSITION_CYCLE)
       cycle_count <= 0; 
    else if (c_state==INIT && init_IIC_xfer==1'b1) 
      begin
       SDA_BUFFER <= {SLAVE_ADDR,WRITE,ACK,8'h0 ,
                                       ACK,8'h0 , ACK,STOP_BIT};
       cycle_count <= cycle_count+1;
      end   
    else if (c_state==WAIT_IIC )
      begin
        case(write_count)
          0:SDA_BUFFER <= {SLAVE_ADDR,WRITE,ACK,REG_ADDR1,ACK,DATA1, 
                                                          ACK,STOP_BIT};
          1:SDA_BUFFER <= {SLAVE_ADDR,WRITE,ACK,REG_ADDR2,ACK,DATA2b,
                                                          ACK,STOP_BIT};
          2:SDA_BUFFER <= {SLAVE_ADDR,WRITE,ACK,REG_ADDR3,ACK,DATA3b,
                                                          ACK,STOP_BIT};
          3:SDA_BUFFER <= {SLAVE_ADDR,WRITE,ACK,REG_ADDR4,ACK,DATA4b,
                                                          ACK,STOP_BIT};
        default: SDA_BUFFER <=28'dx;
        endcase 
        cycle_count <= cycle_count+1;
      end
    else
      cycle_count <= cycle_count+1;
end
always @ (posedge Clk, negedge Reset_n)
begin : GEN_WRITE_CNT
 if(~Reset_n)
   write_count<=3'd0;
 else if (c_state == WAIT_IIC && cycle_count == TRANSITION_CYCLE && IIC_xfer_done==1'b0 )
   write_count <= write_count+1;
end    
always @ (posedge Clk, negedge Reset_n) 
begin : TRANS_DONE
    if(~Reset_n)
      Done <= 1'b0;
    else if (c_state == IDLE)
      Done <= 1'b1;
end
always @ (posedge Clk, negedge Reset_n) 
begin : BIT_CNT
	if(~Reset_n ) 
       bit_count <= 0;
    else if(c_state == WAIT_IIC) 
       bit_count <= 0;
    else if ( c_state == CLK_RISE && cycle_count == TRANSITION_CYCLE)
       bit_count <= bit_count+1;
end    
always @ (posedge Clk, negedge Reset_n) 
begin : NEXT_STATE
    if(~Reset_n)
       c_state <= INIT;
    else 
       c_state <= n_state;
end    
assign transition = (cycle_count == TRANSITION_CYCLE); 
always @ (Reset_n, init_IIC_xfer, transition, bit_count, write_count,
          c_state) 
begin : I2C_SM_CMB
   case(c_state) 
       IDLE: begin
           if(~Reset_n | init_IIC_xfer) 
             n_state = INIT;
           else 
             n_state = IDLE;
           IIC_xfer_done = 1'b0;
       end
       INIT: begin
          if (transition) 
            n_state = START;
          else 
            n_state = INIT;
          IIC_xfer_done = 1'b0;
       end
       START: begin
          if( transition) 
            n_state = CLK_FALL;
          else 
            n_state = START;
          IIC_xfer_done = 1'b0;
       end
       CLK_FALL: begin
          if( transition) 
            n_state = SETUP;
          else 
            n_state = CLK_FALL;
          IIC_xfer_done = 1'b0;
       end
       SETUP: begin
          if( transition) 
            n_state = CLK_RISE;
          else 
            n_state = SETUP;
          IIC_xfer_done = 1'b0;
       end
       CLK_RISE: begin
          if( transition && bit_count == SDA_BUFFER_MSB) 
            n_state = WAIT_IIC;
          else if (transition )
            n_state = CLK_FALL;  
          else 
            n_state = CLK_RISE;
          IIC_xfer_done = 1'b0;
       end  
       WAIT_IIC: begin
          IIC_xfer_done = 1'b0;          
          if((transition && write_count <= 3'd3))
            begin
              n_state = INIT;
            end
          else if (transition ) 
            begin
              n_state = XFER_DONE;
            end  
          else 
            begin 
              n_state = WAIT_IIC;
            end  
         end 
       XFER_DONE: begin
          IIC_xfer_done = 1'b1;
          if(transition)
              n_state = IDLE;
          else 
              n_state = XFER_DONE;
         end 
       default: n_state = IDLE;
   endcase
end
endmodule
==> out/results.ini <==
[yosys]
edf_count = 0
ys_seq_elements = 85
area_leaders = dfrtp_1, dfstp_2, xor2_1, nor2_1, nand4_1
ys_cells = 405
ff_type = dfrtp_1
most_common_cell = dfrtp_1
synthesis.instances = 405
yosys-stat-area_sq_um = 4094
top_cells_by_count = dfrtp_1, nor2_1, nand2_1
ys_seq_share_pct = 52.44
ys_types = 50
netlist_area_sq_um = 4094
yosys_warnings = 1
top_area_share_pct = 42.18
yosys.area.top_type = dfrtp_1
async_flop_share_pct = 100.0
avgSynthCellArea_sq_um = 10.11

[placed_design]
place_congestion = 0.8387
port_buffers = 4
dp_slack_ns = 2.821
hpwlAfterDp_mm = 5.247

[clocking]
h-tree-depth = 3
cts_buffers = 9
clockRootBuffer = clkbuf_8
cts_setup_buffers = 0
cts.sink_count = 85
cts_buffer_depth = 2
post_cts_resized = 0
hold_buffers = 0

[outcome]
error = [error] [KeplerFormal.cpp:679] Workflow failed: Iso has multiple drivers: .SCL0, SCL$_DFFE_PN1P_.Q0
status = stopped before the end
stop_stage = clock tree synthesis (4_1_cts)

[die]
num_rows = 32
die_h_microns = 92.49
die_x_microns = 92.49
fp_util_pct = 52.44
io_pins = 7

per-stage QoR:
| step | total power, mW | utilization (%) | area (sq um) | hold slack, ns | std cells |
|---|---|---|---|---|---|
| 3_5_place_dp | 0.6969 | 54.10 | 4224 | 0.4558 | 500 |
| 3_3_place_gp | 0.6968 | 54.10 | 4224 | 0.4528 | 500 |
| 2_1_floorplan | 0.6779 | - | 4094 | 0.4103 | 405 |
cell families after synthesis:
| logic type | synth area share [%] |
|---|---|
| AOI/OAI and AO/OA | 12.87 |
| xor gates and xnor gates | 5.990 |
| adders and majority gates | 2.139 |
| buffers and inverters | 3.148 |
| DFF | 52.45 |
| muxes | 0.7335 |
| and+or+nand+nor | 22.68 |
No activity file was given, so power comes from the tool's default toggle rates.

<file path="flow/run.sh">
#!/bin/bash
# OpenROAD 26Q1-2900-gdf79404cd8, Yosys 0.63+post, stock flow scripts
make -C /OpenROAD-flow-scripts/flow DESIGN_CONFIG=/design/flow/config.mk WORK_HOME=/design/flow/orfs finish
</file>
<file path="flow/config.mk">
export PLATFORM = sky130hd
export DESIGN_NAME = TimingGenerator
export DESIGN_NICKNAME = TimingGenerator
export VERILOG_FILES = /design/flow/design.v
export SDC_FILE = /design/flow/constraint.sdc
export NUM_CORES = 4
export LEC_CHECK = 1
export CORE_UTILIZATION = 30
</file>
<file path="flow/constraint.sdc">
current_design TimingGenerator

set clk_period 1.9
set clk_io_pct 0.2

create_clock -name clk0 -period $clk_period [get_ports {clk}]

set non_clock_inputs [all_inputs -no_clocks]
set_input_delay [expr $clk_period * $clk_io_pct] -clock clk0 $non_clock_inputs
set_output_delay [expr $clk_period * $clk_io_pct] -clock clk0 [all_outputs]
</file>
<file path="flow/design.v">
`timescale 1ns / 1ps
module TimingGenerator (clk, rst, empty, pixelData, rd_en, blank, hsync, vsync, pixel_r, pixel_g, pixel_b);
	input clk, rst, empty;
	input [23:0] pixelData;
	output blank, hsync, vsync, rd_en;
	output reg [7:0] pixel_r, pixel_g, pixel_b;
	reg [9:0] pixel_x, pixel_y;
	reg rd_en;
	wire [9:0] next_pixel_x, next_pixel_y;
	assign next_pixel_x = (pixel_x == 10'd799)? 0: pixel_x + 1;
	assign next_pixel_y = (pixel_x == 10'd799)? ((pixel_y == 10'd520)? 0: pixel_y + 1): pixel_y;
	always @(posedge clk, posedge rst)
		if ( rst ) begin
			pixel_x <= 10'h0;
			pixel_y <= 10'h0;
		end
		else if ( empty ) begin
			pixel_x <= 10'h0;
			pixel_y <= 10'h0;
		end
		else begin
			pixel_x <= next_pixel_x;
			pixel_y <= next_pixel_y;
		end
	always @(negedge clk, posedge rst)
		if ( rst )
			rd_en <= 0;
		else 
			rd_en <= blank;
	always @(posedge clk, posedge rst)
		if ( rst ) begin
			pixel_r <= 8'h0;
			pixel_g <= 8'h0;
			pixel_b <= 8'h0;
		end
		else if ( blank == 0 ) begin
			pixel_r <= 8'h0;
			pixel_g <= 8'h0;
			pixel_b <= 8'h0;
		end
		else begin
			pixel_r <= pixelData[23:16];
			pixel_g <= pixelData[15:8];
			pixel_b <= pixelData[7:0];
		end
	assign hsync = (pixel_x < 10'd656) || (pixel_x > 10'd751);
	assign vsync = (pixel_y < 10'd490) || (pixel_y > 10'd491);
	assign blank = ~((pixel_x > 10'd639) | (pixel_y > 10'd479));
endmodule
</file>
==> reports/metrics.csv <==
metric;value;unit
drt total wl;3860;µm
CP delay by family, top;flip-flops;
largest net degree at the start of global routing;45;
via/cell ratio;4.52;
internal power;1.36;mW
WL met3;338;µm
vias in the first global route;1413;
count of buffers from port buffering;54;
Max Fanout on Critical Path;1;
Slew HR;0.636;
register area share after synthesis;0.594;
clock tree sinks;45;
top sig layer;met4;
RSZ-0062 raised after global routing;true;
hold_buf cts;0;
clock slew seen by the registers of the worst setup and hold paths;0.09;ns
Synth Cell Area;1900;µm²
crit end category;primary output;
crit path DAT;1.71;ns
io pins;55;
Slew Limit Fails;0;
Compound Share, Synth;0.0653;
Total Power;1.77;mW
total tool warning count;29;
ys cells;172;
syn avg cell area;11.0;µm²
post-synthesis mux area share;0;
WL/cell;12.0;µm
Flop pwr share;0.565;
Synth Area in Adders;0.0198;
Crit path required time;1.52;ns
initial antenna violation count;0;
clock power share;0.342;
slowest stage delay, CP;0.38;ns
# setup viols final;2;
Hold Startpoint;pixel_x[0];
Peak VDD IR;0.374;mV
die width;81.5;µm
slowest stage cell, crit path;dfrtn_1;
Setup Skew;0.00656;ns
ANT cells;0;
synth warn;1;
status;complete, but fails checks;
worst slew pin tran;0.546;ns
first-pass GRT wire length;6580;µm
# rows;28;
Die Footprint;6640;µm²
DRT antenna net count;0;
max cap viols;0;
xor/xnor share;0.0416;
WL met1;1790;µm
Crit. Startpoint;rd_en;
leakage;1.14;nW
reg2reg start;pixel_y[7];
Syn Inst Count;172;
Clock Latency Late Sink;0.30;ns
met2 WL post-DR;1690;µm
CTS tree;built;
# H-tree levels;2;
core area;6030;µm²
TritonCTS buffer count;5;
Top logic family;simple AND/OR/NAND/NOR gates;
Logic pwr share;0.093;
final hold vios;0;
Final WS setup;-0.185;ns
area grow syn2layout;47.9;%
global route overflow;0;
fin cells;321;
clock root buffer;clkbuf_8;
Initial Util;0.315;
gr usage total;0.134;
placed insts;309;
sw power;0.405;mW
violated checks;setup timing;
Die H;81.5;µm
HP Class;register to register;
synth unique cells;33;
final core occ;0.466;
Critical path buffers and inverters;1;
worst-path cell chain;buf_2;
vias;1452;
Max clock buf depth;2;
Worst Setup Start Kind;register;
DRC violations left;0;
sw frac;0.229;
Initial DRC Count;104;
share of cells above drive strength 1;0.187;
yosys synthesis chip area;1900;µm²
iteration tally of the first detailed-router pass;4;
Post-synth regs;45;
HPWL after DPL;2680;µm
PwrDens;630;nW/µm²
critical path class;register to primary output;
gpl congestion;0.809;
Basic Gates by Area;0.244;
[final timing paths]
kind	slack [ns]	endpoint	cells past startpoint
hold / removal	0.49	pixel_x[0]	1
min in group asynchronous	0.60	pixel_b[7]	3
setup reg to reg	-0.07	rd_en	3
max in group asynchronous	0.66	rd_en	2
hold reg to reg	0.49	pixel_x[0]	1
setup / recovery	-0.19	rd_en	1
[per-stage QoR]
step	worst slack [ns]	cell area [µm²]	setup TNS, ns	hold WS (ns)
after floorplan	-0.0345	1910	-0.0345	0.391
after detailed placement	-0.243	2620	-0.243	0.480
after CTS	-0.199	2770	-0.240	0.493
final	-0.185	2810	-0.252	0.486
after global placement	-0.247	2620	-0.247	0.471
after global routing	-0.234	2810	-0.332	0.509
[flip-flops by register name (all words and copies together) (netlist names)]
name / flops
pixel_b: 8
pixel_x: 10
pixel_g: 8
pixel_y: 10
rd_en: 1
pixel_r: 8
[repair_timing]
item	CTS	global route
endpoints found under the setup margin	4	7
pin swaps	7	6
gates cloned	0	0
gates resized	17	9
buffers inserted	4	0
[cell families (layout without fill, tap and decap cells)]
family	count (synthesis)	after routing
simple gates	79	79
xor+xnor	9	9
fa+ha+maj	3	3
buf+inv	15	89
flops	45	45
compound gates	21	21
[cells in the final DEF, fill, tap and decap left out, types with 2 or more instances in the layout]
cell and instances:
clkdlybuf4s50_1 50, dfrtp_1 41, and2_1 25, buf_4 16, nor2_1 12, nand2_1 9
nand3_1 8, inv_1 6, nand4_1 5, xor2_1 5, clkbuf_8 5, xnor2_1 4
o21ai_0 4, buf_6 4, a31oi_1 3, a21oi_2 3, ha_1 3, dlygate4sd2_1 3
dfrtp_2 3, and4_1 2, nor3_1 2, clkinvlp_4 2, or3_1 2, a21oi_1 2
and3_1 2, o31ai_1 2, or4_4 2
[power groups by stage]
stage	Sequential (mW)	Combinational [mW]	Clock (mW)
global route	1.00	0.184	0.682
CTS	0.999	0.165	0.631
finish	0.999	0.164	0.605
[cell usage after synthesis (all sizes together)]
master | count | area, µm²
o21ai | 6 | 30.0
o31ai | 3 | 22.5
and2 | 25 | 156
a21oi | 5 | 25.0
nand3 | 8 | 40.0
inv | 7 | 26.3
xnor2 | 4 | 35.0
dfrtn | 1 | 25.0
nor3 | 2 | 10.0
nor2b | 1 | 6.26
clkbuf | 4 | 15.0
and4 | 3 | 26.3
or4 | 3 | 22.5
nor3b | 1 | 7.51
and4b | 1 | 10.0
o21bai | 1 | 7.51
nor4b | 1 | 23.8
and3 | 2 | 12.5
or3 | 2 | 12.5
nor2 | 13 | 48.8
xor2 | 5 | 43.8
nor4 | 1 | 6.26
dfrtp | 44 | 1100
o22ai | 1 | 6.26
a31oi | 4 | 25.0
o211ai | 1 | 7.51
nand4 | 5 | 31.3
ha | 3 | 37.5
nand4b | 1 | 8.76
buf | 4 | 26.3
nand2b | 1 | 6.26
nand2 | 9 | 33.8
[layer usage]
layer / GRT usage / vias to the layer above
met4: 0.0161 / 0
met1: 0.215 / 671
met5: 0 / -
met2: 0.184 / 43
met3: 0.0474 / 5
li1: - / 733
[final cells by class]
class	count	area (µm²)
Timing Repair Buffer	74	697
Clock inverter	3	21.3
Inverter	7	30.0
Sequential cell	45	1130
Multi-Input combinational cell	112	764
Tap cell	75	93.8
Clock buffer	5	68.8
Fill cell	551	3220
Power figures rest on the tool's default switching activity, not on a simulated workload.

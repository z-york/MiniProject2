## ./design.v

```verilog
`timescale 1ns / 1ps
module DisplayPlane(clk, rst, full, addr);
	input clk, rst, full;
	output reg [12:0] addr;
	reg [6:0] Counter_80;  
	reg [2:0] Counter_col, Counter_row;
	always @(negedge clk, posedge rst)
		if ( rst ) 
			addr <= 0;
		else if ( full )
			addr <= addr;
		else if (Counter_col == 3'h7) begin
			if (Counter_80 == 79 && Counter_row != 3'h7)
				addr <= addr - 79;
			else if ( addr == 13'h12bf)
				addr <= 0;
			else
				addr <= addr + 1;
		end
		else
			addr <= addr;
	always @(negedge clk, posedge rst)
		if ( rst )
			Counter_80 <= 0;
		else if ( full )
			Counter_80 <= Counter_80;
		else if (Counter_col == 3'h7) begin
			if (Counter_80 == 79)
				Counter_80 <= 0;
			else
				Counter_80 <= Counter_80 + 1;
		end
		else
			Counter_80 <= Counter_80;
	always @(negedge clk, posedge rst)
		if ( rst )
			Counter_col <= 0;
		else if ( full )
			Counter_col <= Counter_col;
		else
			Counter_col <= Counter_col + 1;
	always @(negedge clk, posedge rst)
		if ( rst )
			Counter_row <= 0;
		else if ( full )
			Counter_row <= Counter_row;
		else if ( Counter_80 == 79 && Counter_col == 7)
			Counter_row <= Counter_row + 1;
		else
			Counter_row <= Counter_row;
endmodule
```

## ./run.sh

```bash
#!/bin/bash
# OpenROAD 26Q1-2900-gdf79404cd8, Yosys 0.63+post, stock flow scripts
make -C /OpenROAD-flow-scripts/flow DESIGN_CONFIG=/design/flow/config.mk WORK_HOME=/design/flow/orfs finish
```

## ./config.mk

```make
export PLATFORM = sky130hd
export DESIGN_NAME = DisplayPlane
export DESIGN_NICKNAME = DisplayPlane
export VERILOG_FILES = /design/flow/design.v
export SDC_FILE = /design/flow/constraint.sdc
export NUM_CORES = 4
export LEC_CHECK = 1
export CORE_AREA = 10 10 100 100
export DIE_AREA = 0 0 110 110
```

## ./constraint.sdc

```tcl
current_design DisplayPlane

set clk_period 4.1
set clk_io_pct 0.2

create_clock -name clk0 -period $clk_period [get_ports {clk}]

set non_clock_inputs [all_inputs -no_clocks]
set_input_delay [expr $clk_period * $clk_io_pct] -clock clk0 $non_clock_inputs
set_output_delay [expr $clk_period * $clk_io_pct] -clock clk0 [all_outputs]
```

==> Slide: Implementation Results <==
Run Summary

Outcome
  • Status: completed

STA
  • Count of final setup violators: 0
  • Setup Skew: about 3.3 ps
  • Final Worst Setup Slack: about 47 ps
  • Slew @ Worst Pin: approximately 490 ps
  • Endpoints failing hold: 0
  • Slew headroom: about 67%
  • Slew Limit Fails: 0
  • RSZ-0062 raised after global routing: no

Placement
  • HPWL Detailed: around 2.6 mm
  • DP Worst Slack: -307.9 ps
  • Dpl cell area: 1998 um2
  • Number of port buffers: 15
  • Gpl congestion: roughly 0.86

Clock tree
  • Total CTS buffers: 3
  • # hold bufs at CTS: 0
  • Clk buf depth: 2
  • Worst skew pair latency: between 200 and 300 ps
  • Clock slew at reported path FFs: 60 ps
  • Clock sinks: 26
  • CTS tree: built
  • H-tree Lvls: 1
  • Root Driver: clkbuf_8

Worst setup path
  • Reg-to-reg startpoint: Counter_80[0]
  • CP peak stage delay: 480 ps
  • Top delay family on crit path: buffers and inverters
  • Worst path cell trace: clkdlybuf4s50_1
  • Critical Path RT: roughly 3300 ps
  • Crit Path Max Fanout: 2
  • Crit-path slowest cell: clkdlybuf4s50_1
  • Worst Path Arrival: 3230 ps
  • Worst setup SP type: register
  • Worst reg-to-reg path cell count: 6
  • CP Class: reg -> out
  • CP Buf/Inv Count: 1
  • R2R setup slack: approximately 2000 ps
  • Crit end category: primary output
  • Worst R2R End: addr[6]

Detailed routing
  • N_diodes: 0
  • Drt wl/cell: approximately 12 um
  • Post-Route WL: 3.674 mm
  • Highest Signal Layer: met4
  • DRT Pass-1 Iters: 4
  • DR vias: 1340
  • Initial DRC Count: 109
  • Met2 WL post-DR: between 1.5 and 2 mm
  • DRC Markers: 0
  • Vias/cell: ~4.4
  • DRT met1 WL: between 1.5 and 2 mm
  • Post-DRT Antenna Nets: 0
  • Wire length on met3: ~170 um

Global route
  • Final global-route overflow total: 0
  • Largest net degree at the start of global routing: 27
  • Initial antenna violation count: 0
  • Vias in the first global route: 1241
  • GRT Util Overall: 6.195%
  • First-pass GRT wire length: 6.223 mm

Die
  • Die Wd: 110 um
  • Total I/O pin count: 16
  • Chip area: 12100 um2
  • Core area: just under 8000 um2
  • Fp util: between 20% and 30%
  • Site row count: 32
  • DIE HEIGHT: 110 um

Power and ir drop
  • Total chip power: 0.0007587 W
  • Pwr Density: about 360 nW/um2
  • Worst VDD drop: between 0.15 and 0.2 mV
  • Lkg Pwr: a little over 0.9 nW

Yosys
  • EDFF count, synth: 0
  • Most common reg cell: dfrtn_1
  • Async SR Flop Fraction: approximately 100%
  • Top cell area share: between 40 and 50%
  • Sequential fraction of the synthesis area: approximately two fifths
  • Synthesized area per cell: 9.706 um2
  • Yosys cell count: around 170
  • Synth top cells by count: 26 x dfrtn_1, 15 x nand2_1, 13 x a21oi_1, 10 x nor2_1
  • Mapped Area: between 1500 and 2000 um2
  • Synth area leader: dfrtn_1
  • Ys flops: 26
  • Yosys warns: 1
  • Cells after Synth: ~170
  • Most common cell in the synthesized netlist: dfrtn_1
  • Cell Type Count: approximately 48
  • Chip Area, Yosys: 1602 um2
  • Area contributors post-synth: dfrtn_1 41%, ha_1 4.7%, a21oi_1 4.1%

Final layout
  • Ratio of cells with drive above 1 in the final layout: about a fifth
  • Area grow syn2layout: 33.05%
  • Post-Layout Inst Area: ~2100 um2

Min path
  • Hold Startpoint: Counter_col[0]
  • Worst hold path type: reg -> reg
  • Hold depth: 1
  • WHS Endpoint: Counter_col[0]

Run
  • Max capacitance violation total: 0
  • Tool warnings: 25
==> routing by layer <==
layer / vias to the layer above / global-route usage, %
li1: 686 / -
met1: 631 / 9.615
met2: 21 / 8.806
met3: 2 / 1.175
met4: 0 / 1.115
met5: - / 0
==> cell families after synthesis <==
group / after synthesis / share of synthesized area (%)
xor gates and xnor gates: 10 / 5.469
buffers and inverters: 9 / 2.890
DFF: 26 / 40.62
and+or+nand+nor: 65 / 24.45
AOI/OAI and AO/OA: 39 / 15.23
muxes: 10 / 6.641
adders and majority gates: 6 / 4.687
==> state kept, by name, indices dropped and copies added (netlist names) <==
| signal | cells |
|---|---|
| Counter_80 | 7 |
| Counter_col | 3 |
| addr | 13 |
| Counter_row | 3 |
==> metrics by stage <==
stage                     hold slack [ps]  utilization (%)  std cells  TNS, ps
after floorplan                     374.3                -        165        0
after global placement              418.3            25.59        296    -3174
after detailed placement            406.1            25.59        296    -3682
after CTS                           414.7            26.79        303        0
after global routing                445.6            27.29        304        0
final                               406.2            27.29        304        0
==> cell type report <==
type	count	area [um2]
fill	811	5677
multi-input combinational	130	927.1
timing repair buffer	40	346.6
inverter	2	7.507
clock buffer	3	41.29
tap	102	127.6
clock inverter	1	30.03
sequential	26	650.6
==> how the worst max path moves through the flow <==
| stage | from | endpoint | cells after the start |
|---|---|---|---|
| after global routing | addr[9] | addr[9] | 1 |
| final | addr[5] | addr[5] | 1 |
| after CTS | full | addr[5] | 6 |
==> timing repair <==
item | CTS | global route
setup endpoints to repair | 5 | 10
setup buffers | 3 | 1
gates resized | 2 | 9
==> where the power goes <==
part / internal [W] / switching [W] / total (W)
registers: 0.000303 / 0.0000322 / 0.000335
clock network: 0.000131 / 0.0000860 / 0.000217
logic: 0.000110 / 0.0000968 / 0.000207
total: 0.000544 / 0.000215 / 0.000759
==> layout by cell type (no fill, tap or decap), drive strengths merged, types with 4 or more instances in the layout <==
master,netlist,routed
nand2,16,16
nand3,5,5
xor2,4,4
nor3,8,8
dlymetal6s2s,0,4
mux2i,5,5
clkdlybuf4s50,0,10
ha,6,6
mux2,5,5
nor2,10,10
o21ai,8,8
buf,5,25
nand4,5,5
a221oi,4,4
xnor2,6,6
dfrtn,26,26
a21oi,13,13
Power and IR drop assume default switching activity.
